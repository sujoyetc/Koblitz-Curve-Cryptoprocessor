## ./run.sh

```bash
#!/bin/bash
# OpenROAD 26Q1-2900-gdf79404cd8, Yosys 0.63+post, stock flow scripts
make -C /OpenROAD-flow-scripts/flow DESIGN_CONFIG=/design/flow/config.mk WORK_HOME=/design/flow/orfs finish
```

## ./config.mk

```make
export PLATFORM = sky130hd
export DESIGN_NAME = ram_verilog
export DESIGN_NICKNAME = ram_verilog
export VERILOG_FILES = /design/flow/design.v
export SDC_FILE = /design/flow/constraint.sdc
export NUM_CORES = 4
export LEC_CHECK = 1
export CORE_UTILIZATION = 50
```

## ./constraint.sdc

```tcl
current_design ram_verilog

set clk_period 27.7
set clk_io_pct 0.2

create_clock -name clk0 -period $clk_period [get_ports {clka}]

set non_clock_inputs [all_inputs -no_clocks]
set_input_delay [expr $clk_period * $clk_io_pct] -clock clk0 $non_clock_inputs
set_output_delay [expr $clk_period * $clk_io_pct] -clock clk0 [all_outputs]
```

## ./design.v

```verilog
module ram_verilog
(
	input [15:0] dina,
	input [7:0] addra,
	input wea, clka,
	output reg [15:0] douta
);
	reg [15:0] ram[255:0];
	always @ (posedge clka)
	begin
		if (wea)
		begin	ram[addra] <= dina; douta<=dina; end
		else 
		begin	ram[addra] <= ram[addra]; douta<=ram[addra]; end
	end
endmodule
```

==> flow_summary.ini <==
; physical design summary
[sta]
period_minus_slack_ps = 12580
slew_headroom_pct = 11.45
finalCritPeriodShare_pct = 45.41
worst_pin_slew_ps = 1328
drv_slew = 0
worst_hold_slack_ps = 1338
setup_slack_ps = 15120
finalSetupTns_ps = 0
setup_viol = 0
clock_skew_ps = 50.65
rsz0062_at_grt = false
fmax_ghz = 0.07949
final-hold-violation-count = 0

[logic_synthesis]
yosysSeqAreaShare_pct = 78.39
ys.flops = 4112
yosysTopAreaCell = edfxtp_1
flop_cell = edfxtp_1
yosys.cell_types.count = 71
yosysChipArea_sq_mm = 0.1573
synth_area_sq_mm = 0.1573
top_area_share_pct = 78.18
yosysCellCount = 7031
avgSynthCellArea_sq_um = 22.38
synth_cells = 7031
async_flop_share_pct = 0
area_leaders = edfxtp_1, mux4_2, mux2i_1
ys_warn_count = 1
synth-edff-count = 4096

[critical_path]
cp_cell_sequence = buf_8, buf_4, buf_4, buf_4, buf_4, mux4_2, o22ai_1, nor4_1, o22ai_1, nor3_1, buf_4, o32a_2, buf_4, buf_4
worstPathMaxFanout = 72
required_ps = 28340
cpMostUsedCell = buf_4
end_kind = flop
slowest_stage = nor3_1
critPathArrivalTime_ps = 13220
startpoint_type = input port
crit_family = buffers and inverters
slowest_delay_ps = 880
cp_num_buf_inv = 8
worstSetupPathType = in2reg

[clock_tree]
cts.reportedPaths.clkPinSlew_ps = 60
clk_latency_ps = 970
htree_levels = 5
numClockSinks = 4112
cts_resized = 0
cts-root-buf = clkbuf_16
clock_path_buffers = 4
cts_setup_buffers = 0
cts_tree = done
ctsHoldBuffers = 0
numCtsBuffers = 417

[placement]
dp_hpwl_mm = 276.9
place_ws_ps = 14200
place_area_sq_mm = 0.1656
place.port_buffers = 41
gp_congestion = 0.9469

[job]
drv_cap = 0
openroad.warnings = 38

[drt]
avgViaCountPerCell = 6.408
wl_per_cell_um = 38.37
firstDrtPassIters = 8
drt-total-wl_mm = 466.4
route.vias.total = 77893
drtIter0Drc = 5929
detail-route-antenna-nets = 0
drc_errors = 0

[grt]
grt_max_degree = 147
grt_pass1_vias = 84993
track_usage_pct = 34.06
grt_first_pass_wirelength_mm = 648.6
antenna_found_initial = 20
grt-ovfl-total = 0

[finish]
final_area_sq_mm = 0.1790
drive_gt1_share_pct = 29.15
lay_top_count = edfxtp_1
nFillCells = 22085
final_cell_mix = edfxtp_1, mux4_2, buf_4
area_growth_pct = 13.79

[power]
ir_drop_v = 0.00006737
p_per_area_mw_per_mm2 = 74.45
p_leak_nw = 56.13
design_power_total_mw = 13.33

[floorplan]
io-pin-count = 42
fp_util_pct = 50.36
die_h_um = 562.9
num_rows = 205
die_area_sq_mm = 0.3169
core_sq_mm = 0.3124
dieWidth_um = 562.9

[status]
status = complete, no violations

[worst_hold_path]
min_path_type = reg2reg
==> power breakdown <==
| group | internal, mW | total (mW) | switching [mW] |
|---|---|---|---|
| Combinational | 0.225 | 0.802 | 0.577 |
| Clock | 3.17 | 5.51 | 2.35 |
| Sequential | 7.01 | 7.01 | 0.00491 |
==> flip-flops by register name, summed over array words and instances, names as in the netlist <==
register / count
ram: 4096
douta: 16
==> layer usage <==
| metal | track usage [%] | wire length (um) |
|---|---|---|
| met4 | 12.16 | 23620 |
| met5 | 4.895 | 1994 |
| met2 | 45.22 | 207800 |
| met1 | 39.79 | 130500 |
| met3 | 31.46 | 102400 |
==> cells in the mapped netlist, drive strengths merged (14+ instances only) <==
library cell / n
mux2i: 244
nor2: 311
buf: 266
o21ai: 52
o22a: 28
a21oi: 62
nor4: 19
o22ai: 143
mux4: 985
a32oi: 36
nand3: 64
o221ai: 28
mux2: 20
nand2: 191
a221oi: 17
clkbuf: 144
a31oi: 14
nor3: 40
dfxtp: 16
edfxtp: 4096
a22oi: 97
==> final timing paths <==
check               from          end  slack [ps]  cells after the start
max             addra[3]    ram[8][8]       15120                     14
min          ram[186][0]     douta[0]        1340                      4
max reg2reg  ram[160][1]  ram[172][1]       22260                     11
min reg2reg  ram[186][0]     douta[0]        1340                      4
==> worst reg2reg max path: stages, from the launching register on <==
cell and delay, ps:
edfxtp_1 330, mux4_2 230, o22a_1 390, o221ai_1 210
nor3_1 480, o22ai_1 220, nor3_1 860, buf_4 320
o32a_2 160, buf_4 480, buf_4 630, buf_4 710
==> final cells by class <==
class / count / area, sq um / area share, %
Clock inverter: 263 / 2322 / 1.297
Tap cell: 4140 / 5180 / 2.894
Sequential cell: 4112 / 123300 / 68.89
Inverter: 7 / 36.28 / 0.02027
Timing Repair Buffer: 601 / 4727 / 2.641
Antenna cell: 22 / 55.05 / 0.03075
Multi-Input combinational cell: 2502 / 32330 / 18.06
Clock buffer: 508 / 11050 / 6.173
==> kinds of logic after synthesis <==
kind of cell / count (synthesis) / synth area share, %
multiplexers: 1249 / 15.80
flip-flops: 4112 / 78.39
AND-OR/OR-AND: 553 / 2.479
AND/OR/NAND/NOR: 700 / 1.942
buffers and inverters: 417 / 1.397
==> through the flow <==
stage               utilization (%)  cells
finish                        57.30  12155
floorplan                         -   7031
global placement              53.00  11362
detailed placement            53.00  11362
CTS                           57.28  12133
global route                  57.29  12137
Power figures rest on the tool's default switching activity, not on a simulated workload.
